`config.mk`:
```
export PLATFORM = sky130hd
export DESIGN_NAME = rxparity
export DESIGN_NICKNAME = rxparity
export VERILOG_FILES = /design/flow/design.v
export SDC_FILE = /design/flow/constraint.sdc
export NUM_CORES = 4
export LEC_CHECK = 1
export CORE_AREA = 10 10 70 70
export DIE_AREA = 0 0 80 80
```
`constraint.sdc`:
```
current_design rxparity

set clk_period 1.8
set clk_io_pct 0.2

create_clock -name clk0 -period $clk_period [get_ports {i_Pclk}]

set non_clock_inputs [all_inputs -no_clocks]
set_input_delay [expr $clk_period * $clk_io_pct] -clock clk0 $non_clock_inputs
set_output_delay [expr $clk_period * $clk_io_pct] -clock clk0 [all_outputs]
```
`design.v`:
```
module rxparity( 	 
  input 		i_Pclk,  
  input     i_Enable,  
  input	[1:0]	i_Parity,  
  input [10:0]	i_Data,  
  output [7:0]	o_Data,  
  output        o_Enable  
);
  reg r_ParityOK = 0;
	integer count = 0;
	integer i = 1;
  assign o_Data = i_Data[8:1];
  assign o_Enable = i_Enable & r_ParityOK;
  always @ (posedge i_Pclk)
	begin
    	count = 0;
      for(i=1; i<=9; i=i+1)
    	begin
          if(i_Data[i]==1)
        	count = count + 1;
	  	end
      case (i_Parity)
        2'b01: begin  
        	if(count%2==0)  
    			r_ParityOK <= 1;
    		else
    			r_ParityOK <= 0;
       		end
        2'b10: begin  
        	if(count%2==1)  
    			r_ParityOK <= 1;
    		else
    			r_ParityOK <= 0;
        	end
        default:  
        	r_ParityOK<=1;
      endcase
	end
endmodule
```
`run.sh`:
```
#!/bin/bash
# OpenROAD 26Q1-2900-gdf79404cd8, Yosys 0.63+post, stock flow scripts
make -C /OpenROAD-flow-scripts/flow DESIGN_CONFIG=/design/flow/config.mk WORK_HOME=/design/flow/orfs finish
```
==> impl_metrics.sql <==
-- generated from flow reports
INSERT INTO impl_metrics (metric_group, metric, value, unit) VALUES
('status', 'outcome', 'finished clean', ''),
('synthesis', 'yosysTopAreaCellShare', '0.236', ''),
('critical_path', 'path_max_fanout', '1', ''),
('floorplanning', 'placement_rows', '21', ''),
('final_timing', 'max-slew-margin-rel', '0.892', ''),
('critical_path', 'criticalPathCategory', 'in2out', ''),
('detailed_routing', 'detail_route.iter0.violations', '4', ''),
('synthesis', 'ys_top_cells_by_area', 'sky130_fd_sc_hd__buf_4, sky130_fd_sc_hd__xnor3_1, sky130_fd_sc_hd__ha_1, sky130_fd_sc_hd__xor3_2, sky130_fd_sc_hd__dfxtp_1', ''),
('power_and_ir_drop', 'switching_share', '0.247', ''),
('final_layout', 'layout.cells.most_common', 'sky130_fd_sc_hd__clkdlybuf4s50_1', ''),
('synthesis', 'yosys_area', '254', 'um^2'),
('synthesis', 'number_of_distinct_library_cells_after_synthesis', '14', ''),
('floorplanning', 'core-area', '3420', 'um^2'),
('final_layout', 'largest_reg_by_ff_count', 'r_ParityOK', ''),
('synthesis', 'syn-cell-area', '254', 'um^2'),
('grt', 'antenna_found_initial', '1', ''),
('grt', 'fraction_of_met1_tracks_used_by_global_routing', '0.0267', ''),
('critical_path', 'crit_path_start_kind', 'input pin', ''),
('hold_path', 'hold_path_end', 'r_ParityOK', ''),
('final_timing', 'finalSetupViolations', '0', ''),
('critical_path', 'worstPathBufferInverterCount', '2', ''),
('final_timing', 'worstMarginPinSlew', '0.162', 'ns'),
('final_layout', 'postLayoutCellArea', '500', 'um^2'),
('critical_path', 'worst_path_most_repeated_cell', 'sky130_fd_sc_hd__clkdlybuf4s50_1', ''),
('synthesis', 'synthesis.yosys.warnings', '1', ''),
('grt', 'gr-total-overflow', '0', ''),
('power_and_ir_drop', 'max-vdd-ir-drop', '0.0000510', 'V'),
('critical_path', 'critical_path.max_stage_delay', '0.47', 'ns'),
('power_and_ir_drop', 'power_frac_clock', '0', ''),
('final_layout', 'final_layout_top_logic_cells', 'sky130_fd_sc_hd__clkdlybuf4s50_1, sky130_fd_sc_hd__dlygate4sd2_1', ''),
('floorplanning', 'boundaryPins', '24', ''),
('synthesis', 'yosysCellCount', '27', ''),
('final_timing', 'finalMaxSlewViolations', '0', ''),
('grt', 'first_global_vias', '230', ''),
('final_layout', 'finished_layout_cells', '89', ''),
('hold_path', 'timing.hold.worst.start', 'i_Data[2]', ''),
('final_timing', 'finalHoldViolCount', '0', ''),
('detailed_routing', 'route.antenna.remaining_nets', '0', ''),
('critical_path', 'timing.critical_path.slowest_stage_cell', 'sky130_fd_sc_hd__clkdlybuf4s50_1', ''),
('final_layout', 'syn2layout_area_growth', '97.0', '%'),
('power_and_ir_drop', 'fin_total_pwr', '0.157', 'mW'),
('flow_run', 'warning_count', '31', ''),
('clocking', 'post-cts-setup-buffers', '0', ''),
('power_and_ir_drop', 'comb_power_share', '0.803', ''),
('power_and_ir_drop', 'cellPowerDensity', '313', 'nW/um^2'),
('placed_design', 'dpl.cell_count', '88', ''),
('final_timing', 'final.setup.worst_slack', '0.0450', 'ns'),
('hold_path', 'hold_class', 'in2reg', ''),
('final_timing', 'fmax', '570', 'MHz'),
('critical_path', 'critical_path.top_delay_family', 'buffers and inverters', ''),
('final_layout', 'flip_flop_count_of_the_largest_register_after_layout', '1', ''),
('synthesis', 'ys_seq_share', '0.0788', ''),
('synthesis', 'syn_inst', '27', ''),
('final_layout', 'final_core_utilization', '0.147', ''),
('final_timing', 'finalHoldWorstSlack', '1.02', 'ns'),
('grt', 'groute.usage.overall', '0.0202', ''),
('power_and_ir_drop', 'total_switching_power', '0.0388', 'mW'),
('synthesis', 'ys_ff', '1', ''),
('power_and_ir_drop', 'seq_power_share', '0.197', ''),
('floorplanning', 'chipArea', '6400', 'um^2'),
('critical_path', 'arrival', '1.39', 'ns'),
('grt', 'maximum_number_of_pins_on_one_net_before_global_route_repair', '4', ''),
('placed_design', 'gp_routability_congestion', '0.757', ''),
('hold_path', 'timing.hold.worst_path_depth', '5', ''),
('detailed_routing', 'detail_route.wl_per_cell', '8.92', 'um'),
('floorplanning', 'dieWidth', '80', 'um'),
('clocking', 'cts_clock_pin_slew_for_the_worst_setup_and_hold_paths', '0', 'ns'),
('synthesis', 'average_footprint_of_a_synthesized_cell', '9.41', 'um^2'),
('floorplanning', 'die_y', '80', 'um'),
('grt', 'most_congested_layer_reported_by_global_routing', 'met2', ''),
('final_timing', 'timing.final.crit_period', '1.75', 'ns');
[cells in the mapped netlist]
cell type / number
sky130_fd_sc_hd__ha_1: 2
sky130_fd_sc_hd__nor2b_1: 1
sky130_fd_sc_hd__xor2_1: 1
sky130_fd_sc_hd__and2_1: 1
sky130_fd_sc_hd__nor3_1: 2
sky130_fd_sc_hd__xor3_2: 1
sky130_fd_sc_hd__a21oi_1: 1
sky130_fd_sc_hd__buf_4: 8
sky130_fd_sc_hd__dfxtp_1: 1
sky130_fd_sc_hd__inv_1: 2
sky130_fd_sc_hd__or3_1: 2
sky130_fd_sc_hd__xnor3_1: 2
sky130_fd_sc_hd__xnor2_1: 2
sky130_fd_sc_hd__o21ai_0: 1
[power by group through the flow]
stage	Combinational (mW)	Sequential, mW	Clock (mW)
4_1_cts	0.121	0.0310	0
5_1_grt	0.138	0.0315	0.0000000742
6_report	0.126	0.0309	0.0000000742
[tightest hold or removal path: cells and delay by family]
family	cells	cell delay, ns
xor+xnor	1	0.19
buf+inv	1	0.16
simple gates	2	0.22
compound gates	1	0.05
[per-layer routing]
metal	vias up	share of wire
met5	-	0
met3	0	0.20
met2	18	0.35
met1	91	0.46
li1	114	-
met4	0	0
[final cells by class]
class / instances / area (um^2)
Antenna cell: 1 / 2.50
Multi-Input combinational cell: 16 / 190
Timing Repair Buffer: 23 / 223
Sequential cell: 1 / 20.0
Inverter: 2 / 7.51
Tap cell: 46 / 57.6
Fill cell: 387 / 2920
[worst max path at each step]
stage	start	endpoint	slack, ns	depth (start not counted)
after CTS	i_Data[2]	r_ParityOK	0.005	5
after global routing	i_Data[7]	r_ParityOK	-0.00008	5
final	i_Enable	o_Enable	0.05	3
[timing repair]
action / CTS / global route
pin swaps: 4 / 2
gates cloned: 0 / 0
endpoints found under the setup margin: 1 / 1
endpoints found under the hold margin: 0 / 0
resized: 5 / 3
[kinds of logic (layout without fill, tap and decap cells)]
kind of cell	Yosys count	after routing	synth area share
AND-OR/OR-AND	2	2	0.0394
XOR/XNOR	6	6	0.379
adder cells (fa/ha/maj)	2	2	0.0985
buffers and inverters	10	25	0.266
flip-flops	1	1	0.0788
other	0	1	0
AND/OR/NAND/NOR	6	6	0.138
Power figures rest on the tool's default switching activity, not on a simulated workload.
