--- flow/run.sh ---
#!/bin/bash
# OpenROAD 26Q1-2900-gdf79404cd8, Yosys 0.63+post, stock flow scripts
make -C /OpenROAD-flow-scripts/flow DESIGN_CONFIG=/design/flow/config.mk WORK_HOME=/design/flow/orfs finish
--- flow/config.mk ---
export PLATFORM = sky130hd
export DESIGN_NAME = bus
export DESIGN_NICKNAME = bus
export VERILOG_FILES = /design/flow/design.v
export SDC_FILE = /design/flow/constraint.sdc
export NUM_CORES = 4
export LEC_CHECK = 1
export CORE_AREA = 10 10 70 70
export DIE_AREA = 0 0 80 80
--- flow/constraint.sdc ---
current_design bus

set clk_period 1.9
set clk_io_pct 0.2

create_clock -name clk0 -period $clk_period [get_ports {i_Pclk}]

set non_clock_inputs [all_inputs -no_clocks]
set_input_delay [expr $clk_period * $clk_io_pct] -clock clk0 $non_clock_inputs
set_output_delay [expr $clk_period * $clk_io_pct] -clock clk0 [all_outputs]
--- flow/design.v ---
module busint (
  input [31:0]  i_Paddr,
  input         i_Penable,
  input         i_Psel,
  input         i_Pwrite,
  output        o_Tx_En,
  output        o_Rx_En,
  output        o_Stw_En,
  output        o_Str_En
  );
  parameter c_ST = 2'b00;  
  parameter c_TX = 2'b01;  
  parameter c_RX = 2'b10;  
  wire       w_En   = (i_Penable & i_Psel);
  wire [1:0] w_Addr = (i_Paddr[31:30]);
  assign o_Stw_En = (w_En & (w_Addr == c_ST) & i_Pwrite);
  assign o_Str_En = (w_En & (w_Addr == c_ST) & !i_Pwrite);
  assign o_Tx_En  = (w_En & (w_Addr == c_TX) & i_Pwrite);
  assign o_Rx_En  = (w_En & (w_Addr == c_RX) & !i_Pwrite);
endmodule
module txdatreg(
  input       i_Pclk,   
  input       i_Enable, 
  input       i_Reset,
  input       i_Done,
  input [7:0] i_Data,
  output reg       o_Ready,
  output reg       o_Busy,
  output reg [7:0] o_Data
  );
  always @ (posedge i_Pclk) begin
    o_Ready <= 0;
    if (i_Reset) begin  
      o_Data <= 8'b0;
      o_Busy <= 0;
    end
    if (o_Busy) begin  
      if (i_Done) begin  
        o_Busy <= 0;
      end
    end else begin  
      if (i_Enable) begin  
        o_Data <= i_Data; 
        o_Busy <= 1; 
        o_Ready <= 1;  
      end
    end
  end
endmodule
module rxdatreg(
  input         i_Pclk,
  input         i_Reset,
  input         i_Push,
  input         i_Pop,
  input [7:0]   i_Data,
  output reg [7:0] o_Data,
  output reg       o_Full
  );
  always @ (posedge i_Pclk) begin
    if (i_Reset) begin
      o_Data <= 8'b0;
      o_Full <= 0;
    end else begin
      if (i_Push) begin
        o_Data <= i_Data;
        o_Full <= 1;
      end
      if (i_Pop) begin
        o_Full <= 0;
      end
    end
  end
endmodule
module statusreg(
  input         i_Pclk,
  input         i_Tx_Busy,
  input         i_Rx_Full,
  input         i_Reset,
  input         i_Enable,
  input         i_Pwrite,
  input [7:0]   i_Data,
  output reg        o_Ready,
  output [7:0]      o_Status,
  output [1:0]      o_Parity,
  output [13:0]     o_Baud
  );
  reg [4:0] r_Control = 0;  
  always @ (posedge i_Pclk) begin    
    if (i_Reset) begin
      r_Control <= 4'b0;
      o_Ready <= 0;
    end else begin
      if (i_Enable & i_Pwrite) begin
        r_Control <= i_Data[4:0];
        o_Ready <= 1;
      end else begin
        o_Ready <= 0;
      end
    end
  end
  assign o_Parity = r_Control[4:3];
  assign o_Baud = 
    (r_Control[2:0] == 3'b000) ?  8333 :  
    (r_Control[2:0] == 3'b001) ?  4166 :  
    (r_Control[2:0] == 3'b010) ?  2083 :  
    (r_Control[2:0] == 3'b011) ?  1041 :  
    (r_Control[2:0] == 3'b100) ?   520 :  
    (r_Control[2:0] == 3'b101) ?   260 :  
    (r_Control[2:0] == 3'b110) ?   173 :  
    (r_Control[2:0] == 3'b111) ?    87 :  
                                 1041 ;  
  assign o_Status = {1'b0,i_Tx_Busy,i_Rx_Full,r_Control};
endmodule
module bus(
  input        i_Pclk,
  input        i_Psel,
  input        i_Penable,
  input        i_Preset,
  input        i_Pwrite,
  input [7:0]  i_Pwdata,
  input [31:0] i_Paddr,
  output [7:0] o_Prdata,
  output       o_Pready
  );
  reg [7:0] r_Rx_Mock = 8'b11001010;
  reg       r_Push = 1;
  wire w_Tx_En ;
  wire w_Rx_En ;
  wire w_Stw_En ;
  wire w_Str_En ;
  wire [7:0] w_St_Data;
  wire       w_St_Pready;
  wire [7:0] w_Tx_Data;
  wire       w_Tx_Done;
  wire       w_Tx_Busy;
  wire       w_Tx_Pready;
  wire [7:0] w_Rx_Data;
  wire       w_Rx_Push; 
  wire       w_Rx_Full; 
  wire w_Read_Pready = w_Rx_En | w_Str_En;
  wire w_Write_Pready = w_Tx_Pready | w_St_Pready;
  wire w_Stw_Edge = w_Stw_En & (~w_Write_Pready);
  assign o_Pready = w_Read_Pready | w_Write_Pready; 
  assign o_Prdata = w_Rx_En ? w_Rx_Data : w_St_Data;
  busint BI(
    .i_Paddr(i_Paddr),
    .i_Psel(i_Psel),
    .i_Penable(i_Penable),
    .i_Pwrite(i_Pwrite),
    .o_Tx_En(w_Tx_En),
    .o_Rx_En(w_Rx_En),
    .o_Stw_En(w_Stw_En),
    .o_Str_En(w_Str_En)
    );
  statusreg ST(
    .i_Pclk(i_Pclk),
    .i_Reset(i_Preset),
    .i_Enable(w_Stw_Edge),
    .i_Pwrite(i_Pwrite),
    .i_Data(i_Pwdata),
    .o_Ready(w_St_Pready),
    .o_Status(w_St_Data)
    );
  txdatreg TXD(
    .i_Pclk(i_Pclk),
    .i_Enable(w_Tx_En),
    .i_Reset(i_Preset),
    .i_Done(w_Tx_Done),  
    .i_Data(i_Pwdata),
    .o_Data(w_Tx_Data),  
    .o_Busy(w_Tx_Busy),
    .o_Ready(w_Tx_Pready)
    );
  rxdatreg RXD(
    .i_Pclk(i_Pclk),
    .i_Reset(i_Preset),
    .i_Push(w_Rx_Push),
    .i_Pop(w_Rx_En),
    .i_Data(r_Rx_Mock),
    .o_Data(w_Rx_Data),
    .o_Full(w_Rx_Full)
    );
endmodule
==> results.json <==
{
  "outcome": "finished clean",
  "power.ir.vdd_worst_mv": 0.134,
  "log.warning_count": 58,
  "endpoint_kind": "primary output",
  "worstHoldPathType": "reg -> reg",
  "wl_per_cell_um": 9.86,
  "layout.cells.non_filler": 113,
  "cts_hold_buffers": 0,
  "vias_in_the_first_global_route": 383,
  "post_synth_main_area_contributors": "sky130_fd_sc_hd__dfxtp_1 40%, sky130_fd_sc_hd__mux2i_1 12%, sky130_fd_sc_hd__nand2_1 9.3%",
  "via_count_normalized_by_instance_count": 3.10,
  "fin_ws_ns": 0.0857,
  "pre_cts_ws_ns": -0.468,
  "reg2regPathDepth": 3,
  "synthDominantCellAreaShare_pct": 39.5,
  "root_buffer": "sky130_fd_sc_hd__clkbuf_4",
  "path_delay_family": "buffers and inverters",
  "setup_slack_of_the_worst_register_to_register_path_ns": 0.86,
  "ioPinCount": 54,
  "synthesis.yosys.warnings": 8,
  "data_arrival_at_the_endpoint_of_the_critical_path_ns": 1.43,
  "post_route_cells_drive_above_1_share_pct": 17.9,
  "place_congestion": 0.621,
  "r2r-start": "ST.o_Ready$_SDFF_PP0_",
  "final_layout_top_logic_cells": "10 x sky130_fd_sc_hd__nand2_1, 9 x sky130_fd_sc_hd__dlygate4sd2_1, 8 x sky130_fd_sc_hd__dfxtp_1, 6 x sky130_fd_sc_hd__clkdlybuf4s50_1, 5 x sky130_fd_sc_hd__mux2i_1",
  "area.growth.synth_to_final_pct": 65.7,
  "dieHeight_um": 80,
  "critPathKind": "in -> out",
  "reg2reg_to": "ST.r_Control[2]$_SDFFE_PP0P_",
  "crit_path_max_incr_delay_ns": 0.26,
  "htree_levels": 1,
  "final.fill_count": 384,
  "grt_setup_unrepaired": "false",
  "crit_path_top_delay_cell": "sky130_fd_sc_hd__dlygate4sd2_1",
  "power.static_leakage_nw": 0.302,
  "ys_seq_share_pct": 39.5,
  "detail_route.antenna_diodes": 0,
  "floorplan.die_area_um2": 6400,
  "clk_transition_reported_paths_ns": 0.05,
  "port-buffer-count": 17,
  "num_vias": 350,
  "highest_count_logic_cell_in_the_final_layout": "sky130_fd_sc_hd__nand2_1",
  "placement.cell_area_um2": 644,
  "post_synth_instance_area_um2": 405,
  "postLayoutCoreUtil_pct": 19.7,
  "crit_path_cell_trace": "dlygate4sd2_1 -> nand3b_4 -> nor3b_2 -> buf_4 -> buf_6 -> nor2b_1 -> dlygate4sd2_1",
  "final-hold-violation-count": 0,
  "max-clock-path-buffers": 2,
  "tritoncts.num_buffers": 3,
  "slew_violations": 0,
  "die_width_um": 80,
  "report.final.setup_viol": 0,
  "placeable_core_region_um2": 3420,
  "top_area_cell": "sky130_fd_sc_hd__dfxtp_1",
  "drcViolationCount": 0,
  "post-place-cells": 109,
  "first_pass_grt_wire_length_um": 1780,
  "placement_rows": 21,
  "clock_latency_ns": 0.25,
  "worst-endpoint-required_ns": 1.52,
  "synth_chip_area_um2": 405,
  "postRouteWirelength_um": 1110,
  "critPathMaxFanout": 3,
  "worstSetupStartpoint": "i_Penable",
  "place_hpwl_um": 892,
  "power_per_cell_area_nw_per_um2": 518,
  "setup.worst_path.start_class": "primary input",
  "cts.sinks": 8,
  "hold_path_depth": 2,
  "hold_end": "ST.r_Control[3]$_SDFFE_PP0P_",
  "yosys_cells": 44,
  "final.min_clock_period_ns": 1.81,
  "drt.antenna.violating_nets": 0,
  "syn_inst": 44,
  "grt_overflow": 0,
  "grt_antenna_before_repair": 0,
  "ys_seq_elements": 8,
  "detailedRoute.firstPassIterationCount": 4,
  "gr-usage-all-layers_pct": 3.55,
  "maxCapViolCount": 0,
  "floorplan.initialDensity_pct": 11.9,
  "crit_top_cell": "sky130_fd_sc_hd__dlygate4sd2_1",
  "tritoncts": "done",
  "achievable-frequency_mhz": 551,
  "worstHoldStart": "ST.r_Control[3]$_SDFFE_PP0P_",
  "final_total_negative_setup_slack_ns": 0,
  "critical_path_buf_inv_count": 4,
  "timing.clock.skew_ns": 0.00119,
  "drtIter0Drc": 11,
  "grt_max_degree": 13,
  "finalCritPeriodShare_pct": 95.5,
  "synth.avg_cell_area_um2": 9.21,
  "synth.lib_cells_used.distinct": 18,
  "final_area_um2": 672
}
## cell families (layout without fill, tap and decap cells)
group	after synthesis	after routing	share of synthesized area (%)
AND-OR/OR-AND	2	2	3.09
buffers and inverters	5	26	7.41
multiplexers	5	5	12.3
other	1	3	0.925
AND/OR/NAND/NOR	23	23	36.7
flip-flops	8	8	39.5
## stage by stage
stage	hold slack (ns)	total power (W)
final	0.454	0.000348
after global routing	0.468	0.000375
after CTS	0.456	0.000357
after global placement	0.440	0.000227
after detailed placement	0.448	0.000227
after floorplan	0.421	0.000196
## worst reg2reg max path: stages (launching register included)
cell and delay (ns):
sky130_fd_sc_hd__dfxtp_1 0.33, sky130_fd_sc_hd__nor4_4 0.26, sky130_fd_sc_hd__buf_4 0.20, sky130_fd_sc_hd__mux2i_1 0.18
## worst max path at each step
stage / to / cells after the start
after CTS: o_Prdata[4] / 7
after global routing: o_Prdata[2] / 7
final: o_Prdata[4] / 7
## timing repair
action,in CTS,in global routing
pin swaps,1,1
setup endpoints to repair,6,4
resized,15,1
setup buffers,1,0
hold endpoints to repair,0,0
## registers in the layout, indices dropped and copies added, names as in the netlist
signal	flops
ST.o_Ready	1
ST.r_Control	5
TXD.o_Busy	1
TXD.o_Ready	1
## synthesized netlist by cell type
library cell / count
sky130_fd_sc_hd__nand2_1: 10
sky130_fd_sc_hd__dfxtp_1: 8
sky130_fd_sc_hd__mux2i_1: 5
sky130_fd_sc_hd__nor2b_1: 4
sky130_fd_sc_hd__buf_4: 3
sky130_fd_sc_hd__nor2_1: 2
sky130_fd_sc_hd__a21o_1: 1
sky130_fd_sc_hd__and2_2: 1
sky130_fd_sc_hd__and2b_1: 1
sky130_fd_sc_hd__clkbuf_1: 1
sky130_fd_sc_hd__conb_1: 1
sky130_fd_sc_hd__inv_1: 1
sky130_fd_sc_hd__nand2b_1: 1
sky130_fd_sc_hd__nand3b_4: 1
sky130_fd_sc_hd__nand4b_1: 1
sky130_fd_sc_hd__nor3b_1: 1
sky130_fd_sc_hd__nor4_4: 1
sky130_fd_sc_hd__o21ai_0: 1
## layout make-up
type                       count  area, um2  share of cell area, %
clock buffer                   3       22.5                   3.35
inverter                       1       3.75                  0.559
multi-input combinational     33        228                   33.9
sequential                     8        160                   23.8
tap                           46       57.6                   8.57
timing repair buffer          22        200                   29.8
## where the power goes
part | total [W] | internal (W) | switching [W]
Sequential | 0.000172 | 0.000171 | 0.00000150
Combinational | 0.0000483 | 0.0000302 | 0.0000181
Clock | 0.000127 | 0.0000721 | 0.0000553
## routing by layer
layer | up-vias | routed length, um | track usage (%)
li1 | 184 | - | -
met1 | 149 | 495 | 4.42
met2 | 15 | 451 | 4.74
met3 | 2 | 159 | 2.50
met4 | 0 | 8 | 1.06
met5 | - | 0 | 0
Power and IR drop assume default switching activity.
