File: design/flow/run.sh
#!/bin/bash
# OpenROAD 26Q1-2900-gdf79404cd8, Yosys 0.63+post, stock flow scripts
make -C /OpenROAD-flow-scripts/flow DESIGN_CONFIG=/design/flow/config.mk WORK_HOME=/design/flow/orfs finish
File: design/flow/config.mk
export PLATFORM = sky130hd
export DESIGN_NAME = txparity
export DESIGN_NICKNAME = txparity
export VERILOG_FILES = /design/flow/design.v
export SDC_FILE = /design/flow/constraint.sdc
export NUM_CORES = 4
export LEC_CHECK = 1
export CORE_AREA = 10 10 70 70
export DIE_AREA = 0 0 80 80
File: design/flow/constraint.sdc
current_design txparity

set clk_period 1.5
set clk_io_pct 0.2

create_clock -name clk0 -period $clk_period [get_ports {i_Pclk}]

set non_clock_inputs [all_inputs -no_clocks]
set_input_delay [expr $clk_period * $clk_io_pct] -clock clk0 $non_clock_inputs
set_output_delay [expr $clk_period * $clk_io_pct] -clock clk0 [all_outputs]
File: design/flow/design.v
module txparity (  
  input 		i_Pclk,  
  input	[1:0]	i_Parity,  
  input [7:0]	i_Data,  
  output reg [10:0]	o_Data  
);
  reg startbit = 0;
  reg stopbit = 1;
  reg paritybit = 0;
  integer count = 0;
  integer i = 1;
  always @ (posedge i_Pclk)
	begin
    	count = 0;
      for(i=0; i<=7; i=i+1)
    	begin
          if(i_Data[i]==1)
        	count = count + 1;
	  	end
      case (i_Parity)
        2'b01: begin  
        	if(count%2==0)  
    			paritybit <= 0;
    		else
    			paritybit <= 1;
       		end
        2'b10: begin  
        	if(count%2==1)  
    			paritybit <= 0;
    		else
    			paritybit <= 1;
        	end
        default:  
        	paritybit <= 0;
      endcase
      o_Data <= {stopbit,paritybit,i_Data[7:0],startbit};
    end
endmodule
==> flow_metrics.env <==
# physical design summary
export IMPL_postPlaceCellArea_um2=539
export IMPL_gr_usage_all_layers=0.0209
export IMPL_yosysWarnings=1
export IMPL_path_max_fanout=1
export IMPL_regArea_um2=200
export IMPL_synth_most_common_cell="dfxtp_1"
export IMPL_crit_type="flop to output port"
export IMPL_drive_above_1_share=0.0889
export IMPL_drt_wirelength_per_cell_um=8.16
export IMPL_grt_pass1_wl_um=1130
export IMPL_clock_sinks=10
export IMPL_path_buffers=1
export IMPL_cts_setup_buffers=0
export IMPL_cp_cell_sequence="clkdlybuf4s50_1"
export IMPL_worstHoldPathType="flop to flop"
export IMPL_slowest_delay_ns=0.46
export IMPL_area_delta_synth_final_pct=87.8
export IMPL_final_cells=91
export IMPL_yosys_cell_types_count=7
export IMPL_ys_cells=24
export IMPL_cp_required_ns=1.20
export IMPL_antenna_found_initial=0
export IMPL_synth_cells=24
export IMPL_netlist_area_um2=307
export IMPL_placed_cells=87
export IMPL_routed_wl_um=743
export IMPL_fillers=382
export IMPL_common_cells="dfxtp_1, xnor2_1, buf_4, conb_1, nand2b_1"
export IMPL_clk_latency_ns=0.26
export IMPL_final_period_utilization=0.887
export IMPL_ff_type="dfxtp_1"
export IMPL_power_density_mw_per_mm2=1090
export IMPL_cp_top_family="buffers and inverters"
export IMPL_die_h_um=80
export IMPL_ys_area_um2=307
export IMPL_rows=21
export IMPL_core_mm2=0.00342
export IMPL_die_w_um=80
export IMPL_critPathCaptureType="output port"
export IMPL_tns_ns=0
export IMPL_via_per_inst=2.31
export IMPL_synth_top_cell_by_area="dfxtp_1"
export IMPL_hold_viol=0
export IMPL_tool_warnings=25
export IMPL_top_cell_area_share=0.653
export IMPL_htreeDepth=1
export IMPL_dieArea_mm2=0.00640
export IMPL_gp_congestion=0.667
export IMPL_remaining_drc_errors=0
export IMPL_top_cells_by_area="dfxtp_1, xnor2_1, buf_4"
export IMPL_comb_area_um2=91.3
export IMPL_fin_skew_ns=0.0000391
export IMPL_cpMaxStageDelayCell="clkdlybuf4s50_1"
export IMPL_drtPass1Iterations=2
export IMPL_grt_pass1_vias=243
export IMPL_final_setup_viol_count=0
export IMPL_rsz0062_at_grt="false"
export IMPL_initial_core_util=0.0897
export IMPL_max_freq_ghz=0.751
export IMPL_port_buffers=19
export IMPL_cts_resized=0
export IMPL_drtIter0Drc=1
export IMPL_detail_route_antenna_nets=0
export IMPL_vias=210
export IMPL_finalPower_uw=629
export IMPL_async_flop_share=0
export IMPL_final_area_um2=576
export IMPL_finish_utilization=0.168
export IMPL_status="completed"
export IMPL_cts_tree="yes"
export IMPL_cts_clk_slew_worst_paths_ns=0.06
export IMPL_maxSlewViolCount=0
export IMPL_min_period_ns=1.33
export IMPL_ys_ff=10
export IMPL_holdBufCountCts=0
export IMPL_cp_data_arrival_time_ns=1.03
export IMPL_peakVddDrop_mv=0.124
export IMPL_cts_root_buf="clkbuf_4"
export IMPL_grt_overflow=0
export IMPL_clockBufferDepth=2
export IMPL_p_leak_nw=0.213
export IMPL_ys_seq_share=0.653
export IMPL_ios=22
export IMPL_grt_max_degree=7
export IMPL_syn_avg_cell_area_um2=12.8
export IMPL_edf_count=0
export IMPL_numCtsBuffers=3
export IMPL_critPathLaunchType="flop"
export IMPL_hpwl_um=661
export IMPL_cap_violations=0
export IMPL_antenna_cells=0
## cells by family after synthesis
family / share of synthesized area
flip-flops: 0.653
XOR/XNOR: 0.200
AND/OR/NAND/NOR: 0.0408
buffers and inverters: 0.0490
other: 0.0245
multiplexers: 0.0327
## where the power goes
group | internal, mW | switching (mW) | total (mW)
Combinational | 0.0761 | 0.0277 | 0.104
Clock | 0.147 | 0.0849 | 0.232
Sequential | 0.288 | 0.00508 | 0.294
Total | 0.512 | 0.118 | 0.629
## cell usage in the layout (no fill, tap or decap)
master,synthesis,routed
clkbuf_4,0,3
clkbuf_8,0,1
clkdlybuf4s50_1,0,19
conb_1,2,2
dfxtp_1,10,10
mux2i_1,1,1
nand2b_1,2,2
xnor2_1,6,6
xor2_1,1,1
## flip-flops by register name (all words and copies together) (netlist names)
signal,cells
o_Data,9
paritybit,1
## final cells by class
cell class | count | area share
clock buffers | 4 | 0.0630
multi-input cells | 12 | 0.159
flip-flops and latches | 10 | 0.348
well taps | 46 | 0.100
repair buffers | 19 | 0.330
## final timing paths
check / cells after the start / slack, ns / from / to
max reg2reg: 0 / 1.11 / paritybit / o_Data[9]
max: 1 / 0.17 / o_Data[9] / o_Data[9]
min: 0 / 0.33 / paritybit / o_Data[9]
min reg2reg: 0 / 0.33 / paritybit / o_Data[9]
## stage by stage
step	hold WS [ns]	setup slack, ns
2_1_floorplan	0.310	0.482
3_3_place_gp	0.316	-0.0508
3_5_place_dp	0.314	-0.0686
4_1_cts	0.330	0.135
5_1_grt	0.336	0.120
6_report	0.331	0.169
## layer usage
metal | vias up | routed length [µm] | global-route usage
met5 | - | 0 | 0
met4 | 0 | 34 | 0.0141
met3 | 2 | 19 | 0.00227
met2 | 5 | 446 | 0.0385
met1 | 94 | 244 | 0.0215
li1 | 109 | - | -
Power is estimated from default activity; no workload was simulated.
